==> flow/run.sh <==
#!/bin/bash
# OpenROAD 26Q1-2900-gdf79404cd8, Yosys 0.63+post, stock flow scripts
make -C /OpenROAD-flow-scripts/flow DESIGN_CONFIG=/design/flow/config.mk WORK_HOME=/design/flow/orfs finish
==> flow/config.mk <==
export PLATFORM = sky130hd
export DESIGN_NAME = ula_mult
export DESIGN_NICKNAME = ula_mult
export VERILOG_FILES = /design/flow/design.v
export SDC_FILE = /design/flow/constraint.sdc
export NUM_CORES = 4
export LEC_CHECK = 1
export CORE_UTILIZATION = 40
==> flow/constraint.sdc <==
current_design ula_mult

set clk_period 17.3
set clk_io_pct 0.2

create_clock -name clk0 -period $clk_period [get_ports {start}]

set non_clock_inputs [all_inputs -no_clocks]
set_input_delay [expr $clk_period * $clk_io_pct] -clock clk0 $non_clock_inputs
set_output_delay [expr $clk_period * $clk_io_pct] -clock clk0 [all_outputs]
==> flow/design.v <==
module ula_mult (
    input clk,
    input start,
    input [26:0] a,
    input [26:0] b,
    input [1:0] cmd,               
    output done,
    output carry,
    output [26:0] result
);
reg [26:0] multiplicacao;
reg [26:0] regA, regB;
reg [26:0] menor;
wire [26:0] maior;
always @(posedge start) begin
    regA <= a;
    regB <= b;
    if (a < b) begin
        menor <= a;
    end else menor <= b;
    multiplicacao <= 0;
end
assign maior = (regA > regB)? regA : regB;
always @(multiplicacao) begin
    if (menor > 0) begin
        multiplicacao <= multiplicacao + maior;
        menor = menor - 1'b1;
    end
end
assign done = (menor == 0)? 1'b1 : 1'b0;
wire [26:0] sum;
wire [26:0] sub;
assign {carry, sum} = a + b;
assign sub = a - b;
assign result = (cmd == 2'b10)? sub: (cmd == 2'b01)? sum : multiplicacao;
endmodule
==> out/qor.yml <==
status:
  status: "aborted with a tool error"
  tool.error: "ERROR: Found 27 problems in 'check -assert'."
  failing_step: "synthesis"
synthesis:
  post_synth_ao_oa_area_fraction_pct: 34.2
  async_flop_share_pct: 0
  ys_cells: 663
  yosys_warnings: 1
  synth-main-ff-cell: "dlxtn_1"
  adder_share_pct: 14.9
  ys_sh_xor_pct: 5.03
  synth_cell_types: 73
  logic_family: "AND-OR/OR-AND gates"
  ys_chip_area_um2: 4880
  edf_count: 0
  mux_share_pct: 0.205
  simple_gate_area_share_pct: 18.7
  numSynthFlops: 54
[synthesized netlist by cell type (3+ instances only)]
cell type,instances,share of area (%)
or3_1,7,0.90
nand2b_1,13,1.7
o311ai_0,3,0.54
clkbuf_1,30,2.3
o22a_1,10,1.8
nand2_1,43,3.3
xnor2_1,7,1.3
ha_1,55,14
nand3_1,5,0.51
o21ai_0,65,6.7
nand4_1,5,0.64
o21bai_1,11,1.7
a311oi_1,4,0.72
inv_1,54,4.2
o31ai_1,6,0.92
nor4_1,6,0.77
a221oi_1,11,2.0
or2_2,4,0.51
o211ai_1,4,0.62
nor3_1,17,1.7
o21ai_1,5,0.51
a31oi_1,5,0.64
a21oi_1,61,6.3
o22ai_1,8,1.0
a21o_1,7,1.1
a221o_1,3,0.62
o21a_1,6,0.92
o41a_1,3,0.69
xor2_1,21,3.8
dfxtp_1,27,11
buf_6,3,0.69
a22oi_1,5,0.77
a211oi_1,6,0.92
nor2_1,62,4.8
nor2b_1,8,1.0
dlxtn_1,27,8.3
[cells by family after synthesis]
kind of cell / after synthesis
multiplexers: 1
AND-OR/OR-AND: 249
XOR/XNOR: 28
AND/OR/NAND/NOR: 183
latches: 27
adder cells (fa/ha/maj): 57
flip-flops: 27
buffers and inverters: 91
