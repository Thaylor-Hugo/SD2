### /design/flow/run.sh
#!/bin/bash
# OpenROAD 26Q1-2900-gdf79404cd8, Yosys 0.63+post, stock flow scripts
make -C /OpenROAD-flow-scripts/flow DESIGN_CONFIG=/design/flow/config.mk WORK_HOME=/design/flow/orfs finish
### /design/flow/config.mk
export PLATFORM = sky130hd
export DESIGN_NAME = memoria_instrucao
export DESIGN_NICKNAME = memoria_instrucao
export VERILOG_FILES = /design/flow/design.v
export SDC_FILE = /design/flow/constraint.sdc
export NUM_CORES = 4
export LEC_CHECK = 1
export CORE_AREA = 10 10 70 70
export DIE_AREA = 0 0 80 80
### /design/flow/constraint.sdc
current_design memoria_instrucao

set clk_period 3.4
set clk_io_pct 0.2

create_clock -name clk0 -period $clk_period

set non_clock_inputs [all_inputs -no_clocks]
set_input_delay [expr $clk_period * $clk_io_pct] -clock clk0 $non_clock_inputs
set_output_delay [expr $clk_period * $clk_io_pct] -clock clk0 [all_outputs]
### /design/flow/design.v
module memoria_instrucao (
    input [63:0] pc,
    output [31:0] instrucao
);
    reg [31:0] rom [63:0];   
    integer i;
    initial begin  
        rom[0] = 32'b0;  
        rom[1] = 32'b00000000000100000010000100000011;  
        rom[2] = 32'b00000000001000001000001000110011;  
        rom[3] = 32'b00000000001000000000000010110011;  
        rom[4] = 32'b00000000010000000000000100110011;  
        rom[5] = 32'b00000000000100011000000110010011;  
        rom[6] = 32'b11111110100000011100110011100011;  
        rom[7] = 32'b11111110100000011000101111100011;  
        rom[8] = 32'b00000000001000000010000010100011;  
        for (i=9; i<64; i=i+1)
            rom[i] = 32'b0;
    end  
    assign instrucao = (pc[63:0] < 64 )? rom[pc]: 31'd0;
endmodule
==> flow_summary.toml <==
# synthesis and place-and-route metrics
[power_and_ir_drop]
max-vdd-ir-drop_v = 0.0000417
power_density_nw_per_um2 = 57.5
finalPower_mw = 0.0957
p_leak_nw = 1.19

[critical_path]
worst_setup_path_end_kind = "output port"
critPathKind = "in -> out"
start_kind = "primary input"
crit_arrival_ps = 2750
cp_max_fo = 6
cp_data_required_time_ps = 2720

[placement]
numPortBuffers = 89
place_area_sq_um = 1390
dp_worst_setup_slack_ps = -452
dp.cells = 202
hpwl_um = 2630
gp_congestion = 0.759

[final_layout]
regArea_sq_um = 0
layout_top_cell = "dlymetal6s2s_1"
flop-count = 0
fillers = 313
lay_top_cells = "dlymetal6s2s_1, dlygate4sd2_1, nor4_2"
final_core_util = 0.487
area_delta_synth_final_pct = 204
fin_area_sq_um = 1660
instances_no_fill = 209
drive_gt1_frac = 0.252
clock_buffers = 0

[logic_synthesis]
synthTopCellsByArea = "buf_4, nor4_1, nor3_2, ha_1, nor3b_2"
ys_cells = 80
yosysChipArea_sq_um = 547
syn_area_sq_um = 547
avgSynthCellArea_sq_um = 6.83
postSynthSeqShare = 0
netlist_instances = 80
synth.top_cell.area_share = 0.247
yosys_warnings = 1
synth_cell_type_count = 30
top_area_cell = "buf_4"

[grt]
grt_pass1_wl_um = 4460
grt-ovfl-total = 0
antenna_found_initial = 0
grt_max_degree = 12
track_usage = 0.0836
grt_pass1_vias = 995

[flow_run]
cap_viol_max_count = 0
warnings = 35

[final_timing]
worst_slack_ps = -34.8
fmax_mhz = 291
rsz0062_at_grt = "yes"
tns_ps = -34.8
min_period_ps = 3430
slew_viol_final = 0
hold_viol = 0
holdWs_ps = 1930
post-route-period-util = 1.01
setup_viol = 1

[min_path]
hold_class = "in -> out"

[die]
core_area_sq_um = 3420
ios = 96
die_y_um = 80
rows = 21
initCoreUtil = 0.160
dieWidth_um = 80
die_area_sq_um = 6400

[routing]
drc = 0
vias = 891
drt_iter0_drc = 12
wire_per_inst_um = 15.0
ant_nets = 0
wirelength_um = 3130
diodes = 0
vias_per_cell = 4.26
firstDrtPassIters = 4

[status]
violations = "negative setup slack"
status = "finished with violations"

[clock_network]
hold_buffers = 0
cells in the mapped netlist, drive strengths merged:
cell type	n
a21o	1
a21oi	4
and2b	1
buf	21
clkbuf	3
conb	1
ha	2
inv	2
maj3	1
mux2i	1
nand2	3
nand2b	1
nand3	1
nand4	3
nor2	2
nor3	6
nor3b	2
nor4	17
nor4b	1
o21ai	1
o22ai	1
or2	1
or3	1
or4	1
xnor2	1
xor2	1
timing repair:
action / in CTS / in global routing
gates resized: 51 / 62
pin swaps: 12 / 16
buffers inserted: 4 / 3
cloned: 1 / 0
setup endpoints to repair: 25 / 23
layer usage:
metal / vias to the layer above / GRT usage / routed length (um)
li1: 440 / - / -
met1: 392 / 0.0864 / 1180
met2: 59 / 0.137 / 1420
met3: 0 / 0.0682 / 533
met4: 0 / 0 / 0
met5: - / 0 / 0
cell type report:
class              count  area [sq um]  share of cell area
repair buffers       101          1070               0.643
multi-input cells     60           528               0.318
well taps             46          57.6              0.0346
inverters              2          7.51             0.00451
logic make-up (layout without fill, tap and decap cells):
family          Yosys count  count (layout)  share of synthesized area
other cells               1               7                    0.00686
buf+inv                  26             103                      0.318
xor+xnor                  2               2                     0.0320
fa+ha+maj                 3               3                     0.0641
simple gates             40              40                      0.490
mux                       1               1                     0.0183
compound gates            7               7                     0.0709
power by group:
group	switching (mW)	internal, mW
registers	0	0
logic	0.0347	0.0609
clock network	0	0
total	0.0347	0.0609
worst max-delay path, stage by stage:
cell	delay, ps
clkdlybuf4s50_1	410
nor4_2	150
nand4_1	130
or4_4	570
buf_6	160
and2b_2	200
clkdlybuf4s50_1	450
worst paths after layout:
kind	to	startpoint	slack, ps	depth (start not counted)
max	instrucao[5]	pc[54]	-30	7
min	instrucao[9]	pc[35]	1930	6
Power and IR drop assume default switching activity.
