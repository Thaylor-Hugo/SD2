$ cat design/flow/run.sh
#!/bin/bash
# OpenROAD 26Q1-2900-gdf79404cd8, Yosys 0.63+post, stock flow scripts
make -C /OpenROAD-flow-scripts/flow DESIGN_CONFIG=/design/flow/config.mk WORK_HOME=/design/flow/orfs finish
$ cat design/flow/config.mk
export PLATFORM = sky130hd
export DESIGN_NAME = normalizer
export DESIGN_NICKNAME = normalizer
export VERILOG_FILES = /design/flow/design.v
export SDC_FILE = /design/flow/constraint.sdc
export NUM_CORES = 4
export LEC_CHECK = 1
export CORE_UTILIZATION = 40
$ cat design/flow/constraint.sdc
current_design normalizer

set clk_period 6.6
set clk_io_pct 0.2

create_clock -name clk0 -period $clk_period

set non_clock_inputs [all_inputs -no_clocks]
set_input_delay [expr $clk_period * $clk_io_pct] -clock clk0 $non_clock_inputs
set_output_delay [expr $clk_period * $clk_io_pct] -clock clk0 [all_outputs]
$ cat design/flow/design.v
module normalizer (
    input clk,
    input carry,
    input diferenSigns,
    input [26:0] possibleFract,
    input [7:0] possibleExp,
    output [26:0] fractNormalized,
    output [7:0] expNormalized
);
reg [26:0] newFract;
reg [7:0] newExp;
wire [4:0] totalShiftLeft;
firstSet firstSet (possibleFract, totalShiftLeft);
always @(*) begin
    if (carry && !diferenSigns) begin
        newFract = possibleFract >> 1'b1;
        newExp = possibleExp + 1'b1;
    end else begin
        newFract = possibleFract << totalShiftLeft;
        newExp = possibleExp - totalShiftLeft;
    end
end
assign fractNormalized = newFract;
assign expNormalized = newExp;
endmodule
module firstSet (
    input [26:0] a,
    output reg [4:0] addr
);
always @(*) begin
    if (a[26] == 1) addr = 5'b0;
    else if (a[25] == 1) addr = 5'd1;
    else if (a[24] == 1) addr = 5'd2;
    else if (a[23] == 1) addr = 5'd3;
    else if (a[22] == 1) addr = 5'd4;
    else if (a[21] == 1) addr = 5'd5;
    else if (a[20] == 1) addr = 5'd6;
    else if (a[19] == 1) addr = 5'd7;
    else if (a[18] == 1) addr = 5'd8;
    else if (a[17] == 1) addr = 5'd9;
    else if (a[16] == 1) addr = 5'd10;
    else if (a[15] == 1) addr = 5'd11;
    else if (a[14] == 1) addr = 5'd12;
    else if (a[13] == 1) addr = 5'd13;
    else if (a[12] == 1) addr = 5'd14;
    else if (a[11] == 1) addr = 5'd15;
    else if (a[10] == 1) addr = 5'd16;
    else if (a[9] == 1) addr = 5'd17;
    else if (a[8] == 1) addr = 5'd18;
    else if (a[7] == 1) addr = 5'd19;
    else if (a[6] == 1) addr = 5'd20;
    else if (a[5] == 1) addr = 5'd21;
    else if (a[4] == 1) addr = 5'd22;
    else if (a[3] == 1) addr = 5'd23;
    else if (a[2] == 1) addr = 5'd24;
    else if (a[1] == 1) addr = 5'd25;
    else if (a[0] == 1) addr = 5'd26;
end
endmodule
==> out/qor.yml <==
crit_fanout: 15
hold_path.class: "in -> out"
period_used_share: 0.846
setup_ws_ps: 1020
dr.pass1.iters: 4
avgSynthCellArea_um2: 7.54
fmax_mhz: 179
initial_core_util: 0.419
gr-total-overflow: 0
unclocked_pins: 5
status: "finished, final reports clean"
irDropWorstVdd_mv: 0.0298
ys_cells: 308
core_area_mm2: 0.00554
setup_tns_ps: 0
maxSlewHeadroom: 0.510
syn-cell-area_mm2: 0.00232
row_count: 27
antenna-diode-count: 0
pin_count: 73
worstPathArrival_ps: 4260
wl_per_cell_um: 18.1
crit_chain: "clkdlybuf4s50_1 > nand2b_1 > buf_4 > nand2_1 > ha_1 > inv_1 > fa_1 > nor2b_1 > o21ai_0 > a21boi_0 > or4b_2 > nand3_1 > clkdlybuf4s50_1"
largest_reg_flops: 5
finalSetupViolCount: 0
warnings: 33
min_period_ps: 5580
dpl-instance-area_mm2: 0.00308
fp.dieH_um: 78.2
fin_util: 0.555
ys_area_mm2: 0.00232
grt_max_degree: 39
antenna_left: 0
grt_util_all_layers: 0.272
synth_cell_types: 55
port_buffers: 72
max_stage_delay_ps: 620
die_w_um: 78.2
chipArea_mm2: 0.00611
antenna_found_initial: 0
dpl.hpwl_um: 6160
holdBufCountCts: 0
crit_path_end_kind: "output pin"
first_iter_violations: 143
postCtsSetupBuffers: 0
synthCells: 308
cpMaxStageDelayCell: "or4b_2"
drc: 0
vias: 2623
p_total_uw: 154
synth_flops: 5
cts_resized: 0
worst_ep_required_time_ps: 5280
edf_count: 0
gp_congestion: 0.934
p_leak_uw: 0.00127
dp_slack_ps: 1030
yosys_warnings: 2
slew_viol_final: 0
criticalPathCategory: "in -> out"
final_area_mm2: 0.00308
dominantRegCellSynth: "dlxtn_1"
drive_above_1_share: 0.125
untimed_endpoints: 5
grt_pass1_vias: 2372
grt_pass1_wl_um: 12700
cp-start-kind: "primary input"
area_growth_pct: 32.5
wl_um: 7980
crit_path_frequent_cell: "clkdlybuf4s50_1"
rsz0062_at_grt: "no"
drv_cap: 0
worst_pin_slew_ps: 725
hold_viol_final: 0
avgViaCountPerCell: 5.96
synthArstFlopShare: 0
powerDensity_mw_per_mm2: 50.0
## routing by layer
layer  part of all wire  global-route usage  vias up
li1                   -                   -     1276
met1               0.46               0.412     1238
met2               0.46               0.432      107
met3              0.078              0.0425        2
met4             0.0041              0.0148        0
met5                  0                   0        -
## cell families after synthesis
| logic type | count (synthesis) | synth area share |
|---|---|---|
| AOI/OAI and AO/OA | 76 | 0.222 |
| latches | 5 | 0.0323 |
| muxes | 70 | 0.381 |
| adders and majority gates | 9 | 0.0518 |
| and+or+nand+nor | 104 | 0.209 |
| xor gates and xnor gates | 8 | 0.0302 |
| buffers and inverters | 36 | 0.0739 |
## layout make-up
| cell class | instances | area [um^2] |
|---|---|---|
| fillers | 572 | 2460 |
| multi-input cells | 267 | 2080 |
| inverters | 18 | 67.6 |
| flip-flops and latches | 5 | 75.1 |
| repair buffers | 78 | 766 |
| well taps | 72 | 90.1 |
## where the power goes
| group | internal, uW | switching, uW |
|---|---|---|
| logic | 89.3 | 64.3 |
| registers | 0.234 | 0 |
| clock network | 0 | 0 |
## path summary, 6_finish.rpt
check | cells past startpoint | endpoint | startpoint | slack (ps)
min | 3 | expNormalized[0] | possibleExp[0] | 3670
max | 13 | expNormalized[6] | diferenSigns | 1020
## stage by stage
step | hold slack [ps] | std cells
finish | 3670 | 440
global route | 3700 | 440
CTS | 3680 | 440
detailed placement | 3680 | 440
global placement | 3680 | 440
floorplan | 2690 | 308
## layout by cell type, fill, tap and decap left out, drive strengths merged, types with 7 or more instances in the layout
master and n:
mux2i 34, a21oi 14, ha 8, nand2 36
clkdlybuf4s50 72, o21ai 16, nor2 31, nor2b 7
mux2 25, a22oi 11, mux4 11, inv 16
## worst max-delay path, delay by kind of cell
kind / cells / cell delay [ps]
AND-OR/OR-AND: 2 / 360
adder cells (fa/ha/maj): 2 / 400
buffers and inverters: 4 / 1210
AND/OR/NAND/NOR: 5 / 960
## synth_stat cells, types with 2 or more instances
cell type	count	area share
o22ai_1	2	0.0054
nand3_1	6	0.013
inv_1	16	0.026
mux2i_1	34	0.15
buf_6	2	0.0097
dlxtn_1	5	0.032
o21a_1	2	0.0065
a22o_1	5	0.019
nor3b_1	2	0.0065
nand2b_1	4	0.011
o21ai_0	16	0.035
a2bb2oi_1	2	0.0075
nor2b_1	7	0.019
clkinv_1	2	0.0032
a21boi_0	3	0.0097
nor4_1	6	0.016
mux2_2	21	0.10
a22oi_1	11	0.036
a2111oi_0	2	0.0075
nor2_1	31	0.050
a31oi_1	3	0.0081
o31ai_1	4	0.013
clkbuf_1	8	0.013
xnor2_1	4	0.015
mux2_4	4	0.026
a21oi_1	14	0.030
xor2_1	4	0.015
mux4_2	11	0.11
buf_2	5	0.011
nand2_1	36	0.058
ha_1	8	0.043
o31a_1	2	0.0075
nor3_1	4	0.0086
No activity file was given, so power comes from the tool's default toggle rates.
